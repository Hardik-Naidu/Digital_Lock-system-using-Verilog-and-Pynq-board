### flow/config.mk
export PLATFORM = sky130hd
export DESIGN_NAME = top
export DESIGN_NICKNAME = top
export VERILOG_FILES = /design/flow/design.v
export SDC_FILE = /design/flow/constraint.sdc
export NUM_CORES = 4
export LEC_CHECK = 1
export CORE_UTILIZATION = 50
### flow/constraint.sdc
current_design top

set clk_period 4.0
set clk_io_pct 0.2

create_clock -name clk0 -period $clk_period [get_ports {clk}]

set non_clock_inputs [all_inputs -no_clocks]
set_input_delay [expr $clk_period * $clk_io_pct] -clock clk0 $non_clock_inputs
set_output_delay [expr $clk_period * $clk_io_pct] -clock clk0 [all_outputs]
### flow/design.v
`timescale 1ns / 1ps
module digilock(
    input clk,
    input rst,
    input key_valid,
    input [3:0] key_code,
    output reg led0,
    output reg [2:0] wrong_leds
);
    localparam LOCKED           = 3'd0,
               UNLOCKED         = 3'd1,
               LOCKED_OUT       = 3'd2,
               CHANGE_PASS_OLD  = 3'd3,
               CHANGE_PASS_NEW  = 3'd4,
               CHANGE_PASS_CONF = 3'd5;
    reg [2:0] state, prev_state;
    reg [15:0] stored_pass, entered_pass, new_pass;
    reg [2:0] digit_cnt, wrong_cnt;
    reg [31:0] lockout_timer;
    reg [26:0] blink_cnt;      
    localparam LOCKOUT_TIME = 32'd375_000_000;    
    localparam BLINK_HALF   = 27'd62_500_000;     
    reg key_valid_d;
    wire key_pulse = key_valid & ~key_valid_d;
    always @(posedge clk or posedge rst)
        if (rst) key_valid_d <= 1'b0;
        else     key_valid_d <= key_valid;
    wire is_digit   = (key_code <= 4'd9);
    wire is_clear   = (key_code == 4'hA);  
    wire is_confirm = (key_code == 4'hB);  
    always @(posedge clk or posedge rst) begin
        if (rst)
            blink_cnt <= 0;
        else if (state == LOCKED_OUT ||
                 state == CHANGE_PASS_OLD ||
                 state == CHANGE_PASS_NEW ||
                 state == CHANGE_PASS_CONF)
            blink_cnt <= blink_cnt + 1;
        else
            blink_cnt <= 0;
    end
    wire blink = (blink_cnt < BLINK_HALF);
    always @(posedge clk or posedge rst) begin
        if (rst) begin
            state <= LOCKED;
            prev_state <= LOCKED;
            stored_pass <= 16'h1234;
            entered_pass <= 0;
            new_pass <= 0;
            digit_cnt <= 0;
            wrong_cnt <= 0;
            lockout_timer <= 0;
        end else begin
            if (state != prev_state) begin
                entered_pass <= 0;
                digit_cnt <= 0;
            end
            prev_state <= state;
            case (state)
                LOCKED: if (key_pulse) begin
                    if (is_digit && digit_cnt < 4) begin
                        entered_pass <= {entered_pass[11:0], key_code};
                        digit_cnt <= digit_cnt + 1;
                    end
                    else if (is_clear) begin
                        entered_pass <= 0;
                        digit_cnt <= 0;
                    end
                    else if (is_confirm && digit_cnt == 4) begin
                        if (entered_pass == stored_pass) begin
                            state <= UNLOCKED;
                            wrong_cnt <= 0;
                        end else begin
                            if (wrong_cnt == 2) begin
                                state <= LOCKED_OUT;
                                lockout_timer <= 0;
                                wrong_cnt <= 3;
                            end else
                                wrong_cnt <= wrong_cnt + 1;
                        end
                    end
                end
                UNLOCKED: if (key_pulse) begin
                    if (is_confirm)
                        state <= LOCKED;           
                    else if (is_clear)
                        state <= CHANGE_PASS_OLD;  
                end
                LOCKED_OUT: begin
                    if (lockout_timer >= LOCKOUT_TIME) begin
                        state <= LOCKED;
                        wrong_cnt <= 0;
                        lockout_timer <= 0;
                    end else
                        lockout_timer <= lockout_timer + 1;
                end
                CHANGE_PASS_OLD: if (key_pulse) begin
                    if (is_digit && digit_cnt < 4) begin
                        entered_pass <= {entered_pass[11:0], key_code};
                        digit_cnt <= digit_cnt + 1;
                    end
                    else if (is_confirm)
                        state <= (digit_cnt == 4 && entered_pass == stored_pass)
                                  ? CHANGE_PASS_NEW : LOCKED;
                    else if (is_clear)
                        state <= LOCKED;
                end
                CHANGE_PASS_NEW: if (key_pulse) begin
                    if (is_digit && digit_cnt < 4) begin
                        entered_pass <= {entered_pass[11:0], key_code};
                        digit_cnt <= digit_cnt + 1;
                    end
                    else if (is_confirm && digit_cnt == 4) begin
                        new_pass <= entered_pass;
                        state <= CHANGE_PASS_CONF;
                    end
                    else if (is_clear)
                        state <= LOCKED;
                end
                CHANGE_PASS_CONF: if (key_pulse) begin
                    if (is_digit && digit_cnt < 4) begin
                        entered_pass <= {entered_pass[11:0], key_code};
                        digit_cnt <= digit_cnt + 1;
                    end
                    else if (is_confirm) begin
                        if (digit_cnt == 4 && entered_pass == new_pass) begin
                            stored_pass <= new_pass;    
                            state <= UNLOCKED;
                            wrong_cnt <= 0;
                        end else
                            state <= LOCKED;
                    end
                    else if (is_clear)
                        state <= LOCKED;
                end
            endcase
        end
    end
    always @(*) begin
        case (state)
            UNLOCKED: begin
                led0 = 1'b1;
                wrong_leds = 3'b000;
            end
            LOCKED_OUT: begin
                led0 = 1'b0;
                wrong_leds = blink ? 3'b111 : 3'b000;  
            end
            CHANGE_PASS_OLD,
            CHANGE_PASS_NEW,
            CHANGE_PASS_CONF: begin
                led0 = blink;           
                wrong_leds = 3'b000;
            end
            default: begin
                led0 = 1'b0;
                wrong_leds[0] = (wrong_cnt >= 1);
                wrong_leds[1] = (wrong_cnt >= 2);
                wrong_leds[2] = (wrong_cnt >= 3);
            end
        endcase
    end
endmodule
`timescale 1ns / 1ps
module keypad_scan(
    input clk,
    input rst,
    input [3:0] col,           
    output reg [3:0] row,      
    output reg [3:0] key_code,
    output reg key_valid
);
    reg [19:0] cnt;
    reg [22:0] debounce_cnt;
    reg [3:0] last_col;
    reg [3:0] last_row;
    reg key_pressed;
    localparam SCAN_PERIOD   = 20'd125000;      
    localparam DEBOUNCE_TIME = 23'd2500000;     
    always @(posedge clk or posedge rst) begin
        if (rst) begin
            row <= 4'b1110;
            cnt <= 0;
            debounce_cnt <= 0;
            last_col <= 4'b1111;
            last_row <= 4'b1110;
            key_pressed <= 0;
            key_code <= 4'h0;
            key_valid <= 1'b0;
        end else begin
            if (!key_pressed)
                key_valid <= 1'b0;
            if (debounce_cnt == 0 && !key_pressed) begin
                if (cnt >= SCAN_PERIOD) begin
                    cnt <= 0;
                    row <= {row[2:0], row[3]};
                end else
                    cnt <= cnt + 1;
            end
            if (col != 4'b1111 && !key_pressed) begin
                if (debounce_cnt == 0) begin
                    last_col <= col;
                    last_row <= row;
                    debounce_cnt <= 1;
                end else if (debounce_cnt < DEBOUNCE_TIME) begin
                    debounce_cnt <= debounce_cnt + 1;
                end else begin
                    key_pressed <= 1'b1;
                    key_valid   <= 1'b1;
                    debounce_cnt <= 0;
                    case ({last_row, last_col})
                        8'b1110_1110: key_code <= 4'h1;
                        8'b1110_1101: key_code <= 4'h2;
                        8'b1110_1011: key_code <= 4'h3;
                        8'b1110_0111: key_code <= 4'hA;
                        8'b1101_1110: key_code <= 4'h4;
                        8'b1101_1101: key_code <= 4'h5;
                        8'b1101_1011: key_code <= 4'h6;
                        8'b1101_0111: key_code <= 4'hB;
                        8'b1011_1110: key_code <= 4'h7;
                        8'b1011_1101: key_code <= 4'h8;
                        8'b1011_1011: key_code <= 4'h9;
                        8'b1011_0111: key_code <= 4'hC;
                        8'b0111_1110: key_code <= 4'hE;  
                        8'b0111_1101: key_code <= 4'h0;
                        8'b0111_1011: key_code <= 4'hF;  
                        8'b0111_0111: key_code <= 4'hD;
                        default: key_code <= 4'h0;
                    endcase
                end
            end
            else if (col == 4'b1111) begin
                debounce_cnt <= 0;
                key_pressed <= 0;
                key_valid <= 0;
            end
        end
    end
endmodule
`timescale 1ns / 1ps
module top(
    input clk,
    input rst,
    input [3:0] col,
    output [3:0] row,
    output led0,
    output [2:0] wrong_leds
);
    wire [3:0] key_code;
    wire key_valid;
    keypad_scan U1 (
        .clk(clk),
        .rst(rst),
        .col(col),
        .row(row),
        .key_code(key_code),
        .key_valid(key_valid)
    );
    digilock U2 (
        .clk(clk),
        .rst(rst),
        .key_valid(key_valid),
        .key_code(key_code),
        .led0(led0),
        .wrong_leds(wrong_leds)
    );
endmodule
### flow/run.sh
#!/bin/bash
# OpenROAD 26Q1-2900-gdf79404cd8, Yosys 0.63+post, stock flow scripts
make -C /OpenROAD-flow-scripts/flow DESIGN_CONFIG=/design/flow/config.mk WORK_HOME=/design/flow/orfs finish
==> qor.json <==
{
  "fp.coreArea_sq_um": 18800,
  "die.size.y_um": 141,
  "crit_path_cell_trace": "inv_1, nor3_1, nand2b_1, o21ai_0, clkdlybuf4s50_1",
  "r2r_slack_ns": 0.83,
  "drt-initial-drc-count": 404,
  "clk_pin_slew_worst_paths_ns": 0.06,
  "min_path_type": "flop to flop",
  "detailroute.wirelength.met2_um": 9300,
  "globalRouteOverflowTotal": 0,
  "synth_chip_area_sq_um": 9670,
  "leakage_uw": 0.00478,
  "gr-usage-all-layers_pct": 22.2,
  "finalSetupTns_ns": 0,
  "cts_tree": "yes",
  "antenna_found_initial": 0,
  "slew_headroom_pct": 41.0,
  "rsz0062_at_grt": "false",
  "maxCapViolations": 0,
  "cp_top_family": "flip-flops",
  "routabilityCongestion": 0.901,
  "ys_seq_share_pct": 47.0,
  "critPathRequiredTime_ns": 3.20,
  "final.min_clock_period_ns": 3.48,
  "first_pass_iters": 5,
  "worst_slack_setup_final_ns": 0.523,
  "route.vias.total": 7388,
  "timing_worst_slew_pin_value_ns": 0.878,
  "post-place-ws_ns": 0.714,
  "post_synth.cell_area_avg_sq_um": 9.51,
  "placed_cell_area_sq_um": 10100,
  "layout.filler_cells": 1635,
  "cts_sinks": 181,
  "grt_pass1_wl_um": 34500,
  "cts_buffers": 17,
  "netlist-cell-type-count": 67,
  "detail-route-antenna-nets": 0,
  "postLayoutCoreUtil_pct": 56.6,
  "cp-end-kind": "primary output",
  "irDropWorstVdd_v": 0.000283,
  "r2r.worst_path.cells": 6,
  "finalClockPeriodUsage_pct": 86.9,
  "initial_utilization_pct": 51.3,
  "numPortBuffers": 13,
  "synth_warnings": 2,
  "enable_flop_cells": 0,
  "ioPinCount": 14,
  "max_stage_delay_ns": 0.80,
  "cts.path.max_buffers": 2,
  "yosys_cells": 1017,
  "setup.worst_path.start_class": "flop",
  "power_density_nw_per_um2": 389,
  "die_area_sq_um": 19900,
  "clock-root-buffer": "sky130_fd_sc_hd__clkbuf_16",
  "finalClockSkew_ns": 0.00954,
  "max_clock_freq_ghz": 0.288,
  "hold_buffers": 0,
  "warning_count": 35,
  "routed_wire_length_per_instance_um": 15.5,
  "timing_hold_violations_final": 0,
  "critical_path.n_buffers_inverters": 2,
  "worst-path-max-fanout": 22,
  "antenna_cells": 0,
  "routed-wl-met3_um": 800,
  "synthesis.area_sq_um": 9670,
  "worst-setup-path-type": "flop to primary output",
  "worst_r2r_startpoint": "U2.state[1]",
  "wirelength_um": 20000,
  "layout-area-overhead-vs-synth_pct": 10.2,
  "finalSetupViolations": 0,
  "cts_post_setup_buffers_inserted": 0,
  "timing.rr.end": "U2.wrong_cnt[0]",
  "detailedPlacementHpwl_um": 12900,
  "grt_start_max_net_pins": 115,
  "clk-insertion-delay-late_ns": 0.42,
  "post-place-cells": 1255,
  "netlist_instances": 1017,
  "highest_layer": "met4",
  "layout.cells.non_filler": 1287,
  "routedLengthMet1_um": 9760,
  "postSynth.topFlopCell": "sky130_fd_sc_hd__dfrtp_1",
  "critical_path.endpoint": "wrong_leds[1]",
  "mostFrequentLayoutCells": "166 x sky130_fd_sc_hd__dfrtp_1, 96 x sky130_fd_sc_hd__nand2_1, 73 x sky130_fd_sc_hd__nor2_1",
  "critical_path.startpoint": "U2.state[1]",
  "drive_gt1_share_pct": 11.1,
  "design_area_sq_um": 10700,
  "layout_top_cell": "sky130_fd_sc_hd__dfrtp_1",
  "synth.ff_latch_count": 181,
  "route.detailed.vias_per_inst": 5.74,
  "asyncSetResetFlopFracSynth_pct": 100,
  "vias_in_the_first_global_route": 6973,
  "critical-path-slowest-cell": "sky130_fd_sc_hd__dfrtp_1",
  "ctsHtreeMaxLevel": 4,
  "worstSetupPathDepth": 5,
  "result_of_the_run": "finished clean",
  "detail_route.drc_violations": 0,
  "worstPathArrival_ns": 2.68,
  "die_width_um": 141,
  "post_cts.resized_instances": 0,
  "finalMaxSlewViolations": 0,
  "row_count": 50
}
## cell families (layout without fill, tap and decap cells)
| kind of cell | Yosys count | after routing | share of synthesized area (%) |
|---|---|---|---|
| mux | 48 | 48 | 5.53 |
| simple gates | 416 | 416 | 22.4 |
| buf+inv | 85 | 95 | 3.49 |
| xor+xnor | 79 | 79 | 7.16 |
| fa+ha+maj | 13 | 13 | 1.68 |
| flops | 181 | 181 | 47.0 |
| compound gates | 195 | 195 | 12.7 |
## synthesized netlist by cell type (all sizes together), types with 20 or more instances
master,n,area (sq um)
inv,39,146
nand2,96,360
nor2,76,300
nor3,33,175
clkbuf,35,131
nand3,63,315
nor4,25,190
or3,26,163
xor2,65,569
and3,20,125
dfrtp,166,4150
a21oi,45,225
mux2,43,484
o21ai,71,355
nand4,29,181
## metrics by stage
| step | hold WS [ns] | total power, uW |
|---|---|---|
| 6_report | 0.418 | 4150 |
| 3_3_place_gp | 0.406 | 2500 |
| 3_5_place_dp | 0.407 | 2500 |
| 5_1_grt | 0.445 | 4350 |
| 2_1_floorplan | 0.352 | 2410 |
| 4_1_cts | 0.421 | 4200 |
## how the worst min path moves through the flow
stage,from,to,slack (ns),cells past startpoint
CTS,U1.key_valid,U2.key_valid_d,0.42,0
global route,U1.key_valid,U2.key_valid_d,0.44,0
finish,U1.key_valid,U2.key_valid_d,0.42,0
## state kept, by name, indices dropped and copies added, names as in the netlist, 4 cells and up
| signal | count |
|---|---|
| U2.stored_pass | 16 |
| U2.new_pass | 16 |
| U2.lockout_timer | 32 |
| U2.blink_cnt | 27 |
| U1.row | 4 |
| U2.entered_pass | 16 |
| U1.last_row | 4 |
| U1.last_col | 4 |
| U1.cnt | 20 |
| U1.debounce_cnt | 23 |
| U1.key_code | 4 |
## layout make-up
cell class / instances / area (sq um) / share of cell area [%]
multi-input cells: 751 / 4800 / 45.1
inverters: 39 / 150 / 1.41
clock buffers: 21 / 470 / 4.41
clock inverters: 11 / 123 / 1.15
well taps: 260 / 325 / 3.05
repair buffers: 24 / 238 / 2.23
flip-flops and latches: 181 / 4550 / 42.7
## metal layers
layer	track usage (%)	vias up
met3	3.91	5
met1	35.7	3615
met2	34.4	131
li1	-	3637
met5	0	-
met4	1.60	0
## where the power goes
group          leakage (uW)  switching (uW)  internal, uW
Sequential          0.00245             155          1930
Clock              0.000282             705           972
Combinational       0.00204             225           162
## worst reg2reg max path: stages, from the launching register on
cell and delay, ns:
sky130_fd_sc_hd__dfrtp_1 0.80, sky130_fd_sc_hd__inv_1 0.17, sky130_fd_sc_hd__nor3_1 0.52, sky130_fd_sc_hd__nand2_1 0.41, sky130_fd_sc_hd__or2_1 0.58, sky130_fd_sc_hd__nand3_1 0.25
sky130_fd_sc_hd__mux2_2 0.35
No activity file was given, so power comes from the tool's default toggle rates.
